`/design/flow/run.sh`:
```
#!/bin/bash
# OpenROAD 26Q1-2900-gdf79404cd8, Yosys 0.63+post, stock flow scripts
make -C /OpenROAD-flow-scripts/flow DESIGN_CONFIG=/design/flow/config.mk WORK_HOME=/design/flow/orfs finish
```
`/design/flow/config.mk`:
```
export PLATFORM = sky130hd
export DESIGN_NAME = cal_week
export DESIGN_NICKNAME = cal_week
export VERILOG_FILES = /design/flow/design.v
export SDC_FILE = /design/flow/constraint.sdc
export NUM_CORES = 4
export LEC_CHECK = 1
export CORE_UTILIZATION = 40
```
`/design/flow/constraint.sdc`:
```
current_design cal_week

set clk_period 37.1
set clk_io_pct 0.2

create_clock -name clk0 -period $clk_period

set non_clock_inputs [all_inputs -no_clocks]
set_input_delay [expr $clk_period * $clk_io_pct] -clock clk0 $non_clock_inputs
set_output_delay [expr $clk_period * $clk_io_pct] -clock clk0 [all_outputs]
```
`/design/flow/design.v`:
```
module cal_week(week, year, month, day);
    output reg [2:0] week;   
    input [15:0] year;       
    input [7:0] month;       
    input [7:0] day;         
    reg [15:0] y;
    reg [7:0] m;
    integer k, j, q;
    always @(*) begin
        if (month == 1 || month == 2) begin
            m = month + 12;
            y = year - 1;
        end else begin
            m = month;
            y = year;
        end
        k = y % 100;
        j = y / 100;
        q = day;
        week = (q + (13 * (m + 1) / 5) + k + (k / 4) + (j / 4) - 2 * j) % 7;
        if (week < 0) week = week + 7;
    end
endmodule
```
==> run notes <==
Implementation results.

The average cell area after synthesis is 7.063 sq um. The final number of max-transition violations is 0. The final timing report counts setup violations totalling 3. The number of antenna violations at the first check in global routing is 0.

The global-route usage over all layers is 0.2576. The flow ran to the end, but the final reports show violations. The relative max-transition margin is 0.2741. In this design, the stage delay of the slowest critical-path cell is 550 ps. The count of endpoints failing hold in the final timing report is 0.

The ratio of final minimum period to clock period is 1.047. The class of the worst hold path is in2out. The report counts max-capacitance violations totalling 0. The first global-routing pass estimated 68450 microns of wire. The layout clock buffer count is 0. In the final layout, the share of cells above drive strength 1 is 0.4540. The post-CTS hold buffer count recorded in the log is 0. The slew at the pin closest to its max-slew limit is 1081 ps. Among the stages of the critical path, the cell type that occurs most often is buf_4. The report shows a maximum critical-path fanout of 7. Detailed placement ended at an HPWL of 31490 microns. Per the OpenROAD floorplan log, the height of the die is 178.2 microns. Data on the critical path is required at its endpoint by 29680 ps. The die boundary width is 178.2 microns. The overall routed net length is 41260 microns.

met2 is the most crowded layer. The upper clock frequency limit is 0.02574 GHz. The number of cell rows is 64. Excluding fillers, the count of instances in the completed layout stands at 2885.

The kind of launch point of the worst setup path is a primary input. Ranked by total cell area, the synthesized netlist is headed by ha_1 (13%), xnor2_1 (7.5%), fa_1 (6.8%). The chip area line in the Yosys stat output reads 0.01242 sq mm. The slowest stage of the critical path is the or4_4 cell.

The largest net degree at the start of global routing is 29. For this sky-water flow run, the detailed-routed wirelength per cell is reported as 14.30 microns. The floorplan step defined a core boundary enclosing 0.03059 sq mm. The share of Yosys cell area claimed by the top area cell type is 0.1259. The final antenna diode tally reported by the flow is 0. The OpenROAD warning count is 41. During I/O placement, the number of pins put on the boundary was 35. The number of instances in the placed design is 2752.

Warnings reported by Yosys during synthesis add up to 1. The length of the first detailed-routing pass in iterations is 6. On the critical path the data arrives at 31430 ps. The biggest area contributor in the post-synthesis netlist is ha_1. The count of port buffers added during placement is 35.

The remaining global-route overflow is 0. The post-synthesis instance total is 1759. The endpoint class of the critical path is an output port. On met3, the global router reports a usage of 0.01326. The flip-flop and latch count is 0. The number of DRC markers in iteration 0 is 968. The final layout report lists a filler cell count of 2254. The mapped netlist covers 0.01242 sq mm.

The post-route worst hold slack is 15890 ps. TritonRoute reported its final design rule violation total as 0.

Setup repair after global routing could not meet its margin everywhere. By startpoint and endpoint, the worst setup path is classified as in2out. The mean number of vias per cell is 5.515. The met2 usage is 0.4420. The count of unique library cells instantiated by Yosys is 111. The relative area change from synthesis to final layout is 68.09%. The time the final worst path needs with I/O delays and setup is 38850 ps.

The chip occupies 0.03177 sq mm. The yosys stat cell total is 1759. Summing all flip-flop and latch instances after layout gives 0 sq um. The placer congestion estimate is 0.9746. In the floorplan report the effective utilization is 0.4062. The checks that failed: setup timing. Setup slack on the critical path of the routed design comes to -1746 ps. The global routing met1 resource utilization is 0.3646.

The detail route stage leaves a number of antenna-violating nets equal to 0. The number of global-route vias before repair is 15165. Per Yosys stat, the portion of area used by sequential elements is 0. For this block, the via count after detailed routing is 15911.
## worst max-delay path, delay by kind of cell
kind / cells / cell delay (ps)
fa+ha+maj: 12 / 3450
mux: 5 / 1310
compound gates: 46 / 9210
xor+xnor: 6 / 1000
simple gates: 29 / 6130
buf+inv: 22 / 2870
## metrics by stage
stage	util	setup TNS [ps]	instance area, sq um	setup WS [ps]
detailed placement	0.5998	-8080	18350	-2738
global placement	0.5998	-6897	18350	-2338
CTS	0.6520	-3916	19940	-1367
floorplan	-	-2691	13170	-987.7
global route	0.6827	-8376	20880	-2913
finish	0.6827	-4907	20880	-1746
## cells in the mapped netlist (20+ instances only)
cell type / count
nand3_1: 40
inv_1: 162
clkbuf_1: 28
xnor2_1: 107
ha_1: 125
or3_1: 20
o21a_1: 26
a211oi_1: 31
a21o_1: 34
a21oi_1: 113
and3_1: 22
fa_1: 42
nor2_1: 147
and2_1: 22
xor2_1: 56
o21ai_0: 81
o211ai_1: 27
a31oi_1: 27
nor3_1: 60
nand2_1: 138
## cell usage in the layout (no fill, tap or decap), types with 34 or more instances in the layout
cell and count:
buf_4 717, xor2_1 52, ha_1 114, a21oi_1 74
inv_1 152, nor2_1 115, o21ai_0 62, xnor2_1 93
fa_1 39, nand3_1 34, nor3_1 47, nand2_1 130
## final timing paths
kind,cells past startpoint,endpoint,start
setup / recovery,120,week[1],month[6]
hold / removal,6,week[0],day[0]
## cell type report
| type | instances | area (sq um) | share of cell area |
|---|---|---|---|
| Inverter | 166 | 623.1 | 0.02984 |
| Multi-Input combinational cell | 1550 | 13800 | 0.6609 |
| Tap cell | 396 | 495.5 | 0.02373 |
| Timing Repair Buffer | 773 | 5963 | 0.2855 |
## cells by family after synthesis
kind of cell               after synthesis  share of synthesized area
and+or+nand+nor                        596                     0.2510
AOI/OAI and AO/OA                      581                     0.3395
buffers and inverters                  209                    0.06596
adders and majority gates              182                     0.2056
xor gates and xnor gates               163                     0.1149
muxes                                   27                    0.02276
other                                    1                  0.0003018
## routing by layer
layer	wire length, microns	part of all wire	vias up
li1	-	-	8042
met3	1473	0.036	55
met5	0	0	-
met1	19900	0.48	7446
met4	666	0.016	0
met2	19220	0.47	368
## repair_timing
item                       in CTS  in global routing
setup endpoints to repair       3                  3
setup buffers                 107                 28
pin swaps                     129                143
gates cloned                    1                  0
resized                       212                149
