--- ./run.sh ---
#!/bin/bash
# OpenROAD 26Q1-2900-gdf79404cd8, Yosys 0.63+post, stock flow scripts
make -C /OpenROAD-flow-scripts/flow DESIGN_CONFIG=/design/flow/config.mk WORK_HOME=/design/flow/orfs finish
--- ./constraint.sdc ---
current_design new4bcd

set clk_period 10.2
set clk_io_pct 0.2

create_clock -name clk0 -period $clk_period

set non_clock_inputs [all_inputs -no_clocks]
set_input_delay [expr $clk_period * $clk_io_pct] -clock clk0 $non_clock_inputs
set_output_delay [expr $clk_period * $clk_io_pct] -clock clk0 [all_outputs]
--- ./design.v ---
module new4bcd(
    output reg[3:0] thousands,
    output reg[3:0] hundreds,
    output reg[3:0] tens,
    output reg[3:0] ones,
    input [11:0] bin_in
);
integer i;
always @(*) begin
    ones = 4'd0;
    tens = 4'd0;
    hundreds = 4'd0;
    thousands = 4'd0;
    for(i = 11; i >= 0; i = i - 1) begin
        if (thousands >= 4'd5) thousands = thousands + 3;
        if (hundreds >= 4'd5) hundreds = hundreds + 3;
        if (tens >= 4'd5) tens = tens + 3;
        if (ones >= 4'd5) ones = ones + 3;
        thousands = {thousands[2:0], hundreds[3]};
        hundreds = {hundreds[2:0], tens[3]};
        tens = {tens[2:0], ones[3]};
        ones = {ones[2:0], bin_in[i]};
    end
end
endmodule
--- ./config.mk ---
export PLATFORM = sky130hd
export DESIGN_NAME = new4bcd
export DESIGN_NICKNAME = new4bcd
export VERILOG_FILES = /design/flow/design.v
export SDC_FILE = /design/flow/constraint.sdc
export NUM_CORES = 4
export LEC_CHECK = 1
export CORE_AREA = 10 10 104 104
export DIE_AREA = 0 0 114 114
==> summary.txt <==
yosys + openroad results -> post-synthesis average cell area about 6.8 µm², DRT iter0 DRCs roughly 170, total tool warning count 39, required time at the worst-slack endpoint 8.16 ns, via density per instance between 5 and 6, Core Area just under 9000 µm², Routability Congestion between 0.9 and 1, vias in the first global route roughly 3,000, placed instance count 585, P&R area growth vs syn 70.4%, Flop Count 0, clock tree buffer count of the final layout 0, Slowest-stage cell, CP a32oi_4, count of boundary I/O pins 28, arrival time at the worst endpoint 8.02 ns, sum of negative setup slack 0 ns, share of the yosys chip area belonging to registers 0, static leakage power 1.94 nW, area of the mapped netlist 2560 µm², Gate Count Post-Synth 377, Post-DRT Antenna Nets 0, min cycle time layout 10.06 ns, Crit Path Max Fanout 5, pin count of the biggest net entering global routing 21, share of layout cells above drive strength 1 0.454, overall fraction of global-route tracks in use 0.111, detailed-route via count 3,252, endpoint kind of the worst setup timing path primary output, iteration tally of the first detailed-router pass 4, most repeated library cell on the critical path buf_4, detailed placement HPWL ~5.4 mm, remaining global-route overflow 0, Slowest Stage Delay on Critical Path roughly 0.31 ns, flip-flop and latch area 0 µm², sum of met2 wire segment lengths after detailed routing 3.45 mm, worst vdd ir around 250 µV, met3 wire length 160 µm, antenna diode count 0, CP startpoint kind input pin, Max Cap Viol 0, total power density per cell area 437 nW/µm², wire length of the first global-routing pass 13.2 mm, slew margin rel. 0.557, Least-Margin Pin Slew 0.662 ns, run status complete, no violations, final hold vios 0, number of cells in the yosys synthesis report about 380, residual DRC count 0, most used logic cell in the final layout buf_4, setup repair after global routing missed its margin yes, class of the most critical hold timing path in -> out, number of warnings printed during yosys synthesis 1, # port buffers 25, Die Y 114 µm, top routing layer in use met4, hold buffers post-CTS 0, chip area estimate from yosys synthesis 2560 µm², Std-Cell Rows 34, antenna violations before repair 0, Layout Cells excl Fill 632, chip area ~13,000 µm², Floorplan Utilization 0.295, Final setup violation count 0, Avg WL per Cell 12.4 µm, floorplan die width 114 µm, total routed wirelength 7.86 mm, most common logic cells in the final layout buf_4 (136), nor2_1 (37), nand2_1 (32), number of distinct library cells after synthesis ~80, met1 WL about 4.2 mm, highest clock rate slightly below 0.1 GHz, portion of the clock cycle consumed by the worst path in the final layout 0.986, category of the most critical setup path in -> out, final max-slew violation count 0
## worst max-delay path: cells and delay by family
kind	cells	cell delay [ns]
buffers and inverters	24	2.66
AND-OR/OR-AND	7	1.19
AND/OR/NAND/NOR	6	0.80
adder cells (fa/ha/maj)	4	0.76
XOR/XNOR	3	0.57
## per-layer routing
metal | global-route usage | vias up
met5 | 0 | -
met4 | 0.000835 | 0
met3 | 0.00159 | 2
met2 | 0.183 | 47
met1 | 0.168 | 1485
li1 | - | 1718
## report_power, final
| part | switching, mW | leakage [nW] | internal, mW |
|---|---|---|---|
| combinational | 0.846 | 1.94 | 1.06 |
| sequential | 0 | 0 | 0 |
| clock | 0 | 0 | 0 |
## cells by family after synthesis
| kind of cell | after synthesis | share of synthesized area |
|---|---|---|
| AND-OR/OR-AND | 147 | 0.442 |
| AND/OR/NAND/NOR | 136 | 0.270 |
| buffers and inverters | 48 | 0.0832 |
| multiplexers | 16 | 0.0695 |
| adder cells (fa/ha/maj) | 16 | 0.0783 |
| XOR/XNOR | 13 | 0.0563 |
| other | 1 | 0.00147 |
## stage by stage
stage / util / area, µm² / hold slack [ns] / setup WS (ns) / power, mW
floorplan: - / 2690 / 4.15 / -0.00909 / 0.831
global placement: 0.423 / 3670 / 4.08 / -0.557 / 1.44
detailed placement: 0.423 / 3670 / 4.08 / -0.630 / 1.45
CTS: 0.459 / 3990 / 4.08 / -0.0114 / 1.57
global route: 0.502 / 4360 / 4.08 / -0.203 / 2.08
finish: 0.502 / 4360 / 4.08 / 0.138 / 1.91
## cell type report
| cell class | count | area, µm² |
|---|---|---|
| Inverter | 28 | 118 |
| Multi-Input combinational cell | 329 | 2770 |
| Fill cell | 774 | 4320 |
| Timing Repair Buffer | 167 | 1330 |
| Tap cell | 108 | 135 |
## final timing paths
path	startpoint	cells after the start	end
worst max-delay path	bin_in[10]	44	hundreds[3]
worst min-delay path	bin_in[0]	0	ones[0]
## what timing repair did
| action | 4_1_cts | 5_1_grt |
|---|---|---|
| endpoints found under the setup margin | 9 | 9 |
| buffers inserted | 34 | 13 |
| resized | 25 | 72 |
| pin swaps | 13 | 33 |
## cells in the mapped netlist (8+ instances only)
master | n | share of area
and2_1 | 10 | 0.024
nand2_1 | 34 | 0.050
nor2_1 | 39 | 0.057
a21oi_1 | 29 | 0.057
ha_1 | 16 | 0.078
o21ai_0 | 23 | 0.045
o211ai_1 | 8 | 0.023
clkbuf_1 | 13 | 0.019
nand3_1 | 9 | 0.018
inv_1 | 26 | 0.038
mux2i_1 | 11 | 0.043
nand2b_1 | 9 | 0.022
Power and IR drop assume default switching activity.
