[design/flow/design.v]
module Bell (ALARM_Clock, Set_Hr, Set_Min, Hour, Minute, Second, SetHrkey, SetMinkey, _1kHzIN, _500Hz, _1Hz, CtrlBell);
    output wire ALARM_Clock;    
    output wire [7:0] Set_Hr, Set_Min;  
    input  _1kHzIN, _500Hz, _1Hz;  
    input SetHrkey, SetMinkey;  
    input CtrlBell;  
    input [7:0] Hour, Minute, Second;  
    supply1 Vdd;          
    wire HrH_EQU, HrL_EQU, MinH_EQU, MinL_EQU;  
    wire Time_EQU;   
    Counter60 SU1(Set_Min, Vdd, SetMinkey, _1Hz);   
    Counter24 SU2(Set_Hr[7:4], Set_Hr[3:0], Vdd, SetHrkey, _1Hz);
    _4bitcomparator SU4(HrH_EQU, Set_Hr[7:4], Hour[7:4]);
    _4bitcomparator SU5(HrL_EQU, Set_Hr[3:0], Hour[3:0]);
    _4bitcomparator SU6(MinH_EQU, Set_Min[7:4], Minute[7:4]);
    _4bitcomparator SU7(MinL_EQU, Set_Min[3:0], Minute[3:0]);
    assign Time_EQU=(HrH_EQU && HrL_EQU && MinH_EQU && MinL_EQU);
    assign ALARM_Clock= CtrlBell ? (Time_EQU &&
(((Second[0]==1'b1)&&_500Hz)||((Second[0]==1'b0)&&_1kHzIN))):1'b0;
endmodule
module _4bitcomparator (EQU, A, B);  
    input [3:0] A, B;
    output  EQU;
    assign EQU = (A==B);
endmodule
module CP_1kHz_500kHz_1Hz( CLK_50,nRST,_1kHz,_500Hz,_1Hz);
   input CLK_50, nRST;                         
   output _1Hz,_500Hz,_1kHz;   
   Divider50MHz U0(.CLK_50M(CLK_50),                           
 	.nCLR(nRST),                
	.CLK_1HzOut(_1kHz));        
   defparam        U0.N=15,                                    
	          U0.CLK_Freq=50000000,                       
 	          U0.OUT_Freq=1000;   
    Divider50MHz U1(.CLK_50M(CLK_50),                           
	.nCLR(nRST),               
	 .CLK_1HzOut(_500Hz));
     defparam        U1.N=16,                
	            U1.CLK_Freq =50000000,                
	            U1.OUT_Freq =500;
    Divider50MHz U2(.CLK_50M(CLK_50),                           
	.nCLR(nRST),               
	 .CLK_1HzOut(_1Hz));
     defparam        U2.N=25,                
	            U2.CLK_Freq =50000000,                
	            U2.OUT_Freq =1;
endmodule
module Divider50MHz #(parameter CLK_Freq=50000000,parameter OUT_Freq=1,parameter N=25)
       (input CLK_50M,nCLR,output reg CLK_1HzOut);
		 reg[N-1:0] Count_DIV;
		 always @(posedge CLK_50M,negedge nCLR)
		 begin
		    if(!nCLR) begin CLK_1HzOut<=0;Count_DIV<=0;end
			 else begin
			     if(Count_DIV<(CLK_Freq/(2*OUT_Freq)-1))
				    Count_DIV=Count_DIV+1'b1;
				  else begin
				      Count_DIV<=0;
						CLK_1HzOut<=~CLK_1HzOut;
				  end
			 end
		 end
endmodule
module Complete_Clock (sel,seg, ALARM, CLK_50, AdjMinkey, AdjHrkey, SetMinkey, SetHrkey, CtrlBell, Mode, nCR);
    input  CLK_50, nCR;    
    input  AdjMinkey, AdjHrkey;
    input SetHrkey, SetMinkey;  
    input CtrlBell;  
    input Mode;   
    wire [7:0] LED_Hr, LED_Min, LED_Sec;  
	 wire [31:0] data;
    output ALARM;        
	 output [7:0] sel;
	 output [7:0] seg;
    wire _1Hz,  _500Hz,_1kHzIN;          
    wire [7:0] Hour, Minute, Second;  
    wire [7:0] Set_Hr, Set_Min;   
    wire  ALARM_Radio;   
    wire  ALARM_Clock;   
	 CP_1kHz_500kHz_1Hz U0 (CLK_50, nCR, _1kHzIN, _500Hz,_1Hz); 
	 Top_Clock U1(.Hour(Hour), .Minute(Minute), .Second(Second), ._1Hz(_1Hz), .nCR(nCR), .AdjMinKey(AdjMinKey), .AdjHrKey(AdjHrKey)); 
	 Radio U2(ALARM_Radio , Minute, Second, _1kHzIN, _500Hz); 
	 Bell U3(ALARM_Clock, Set_Hr, Set_Min, Hour, Minute, Second, SetHrKey, SetMinKey, _1kHzIN, _500Hz, _1Hz, CtrlBell); 
    assign ALARM = ALARM_Radio||ALARM_Clock;  
    _2to1MUX MU1(LED_Hr,  Mode, Set_Hr, Hour);
    _2to1MUX MU2(LED_Min, Mode, Set_Min, Minute);
    _2to1MUX MU3(LED_Sec, Mode, 8'h00, Second);
	 assign data = {LED_Hr, 4'hf, LED_Min, 4'hf, LED_Sec};
	 scan_dig U4(.clk(_1kHzIN), .rstn(nCR), .enable(1'b1), .data(data), .dig(sel), .seg(seg));
endmodule
module _2to1MUX(OUT,SEL,X,Y);
    input [7:0] X, Y;
    input SEL;
    output[7:0] OUT;
    assign OUT = SEL ? X : Y;
endmodule
module Counter24 (CntH, CntL, nCR, EN, CP);
input CP, nCR, EN;   
output [3:0] CntH, CntL;   
reg [3:0] CntH, CntL;   
      always @(posedge CP or negedge nCR) 
      begin
      if(~nCR)     {CntH, CntL} <= 8'h00;      
      else if(~EN) {CntH, CntL} <= {CntH, CntL};  
	else if ((CntH>2)||(CntL>9)||((CntH==2)&&(CntL>=3)))
  		{CntH, CntL} <= 8'h00;   
	else if ((CntH==2)&&(CntL<3))        
		begin  CntH <= CntH;  CntL <= CntL + 1'b1; end
      	else if (CntL==9)      
		begin  CntH <= CntH + 1'b1;  CntL <= 4'b0000; end
	else                 
		begin  CntH <= CntH;  CntL <= CntL + 1'b1; end
	end
endmodule
module Counter10(Q, nCR, EN, CP);
    input CP, nCR, EN;
    output [3:0]	Q;
    reg    [3:0] 	Q;
    always @(posedge CP or negedge nCR)
    begin
      if(~nCR)    Q <= 4'b0000;          
      else if(~EN)  Q <= Q;                
      else if(Q == 4'b1001)  Q <= 4'b0000; 
      else 	Q <= Q + 1'b1;        
    end
endmodule 
module Counter6(Q, nCR, EN, CP);
    input CP, nCR, EN;
    output [3:0] Q;
    reg    [3:0] Q;
    always @(posedge CP or negedge nCR)
    begin
      if(~nCR)  Q <= 4'b0000;    
      else if(~EN)  Q <= Q;      
      else if(Q == 4'b0101) Q <= 4'b0000;
      else 	Q <= Q + 1'b1;       
    end
endmodule 
module Counter60(Cnt, nCR, EN, CP);
    input CP, nCR, EN;
    output wire [7:0] Cnt;        
    wire  ENP;                  
   Counter10 UC0 (Cnt[3:0], nCR, EN, CP);   
   Counter6  UC1 (Cnt[7:4], nCR, ENP, CP);  
   assign  ENP = (Cnt[3:0]==4'h9) &EN;  
endmodule 
module Modulo_counter(CP, RSTn, En, Qbcd);
	parameter MOD=60;		 
	input CP, RSTn, En;
	reg [7:0] Q;
	reg [3:0] QH, QL;
	output wire [7:0] Qbcd;
	always@(posedge CP or negedge RSTn)
		if (!RSTn)	
		begin
		      QH <= 0; 
		      QL <= 0;
				Q<=0;
		end
		else if (En) begin
			if (Q == MOD-1) begin 
			    Q <= 0;
				 QH <= 0;
				 QL <= 0;
		   end
			else	begin 
			    Q <= Q + 1'b1; 
				 if (QL == 4'b1001) begin
				     QL <=0;
					  QH <= QH + 1'b1;
				 end 
				 else begin
				     QL <= QL + 1'b1;
				 end
			end
		end
	assign Qbcd = {QH, QL};
endmodule
module Radio (ALARM_Radio , Minute, Second, _1kHzIN, _500Hz);
  	input  _1kHzIN, _500Hz;    
	input [7:0] Minute, Second;  
	output reg ALARM_Radio;     
always @(Minute or Second)    
      if (Minute==8'h59)
	case (Second)
	    8'h51, 
	    8'h53,
	    8'h55,
	    8'h57:  ALARM_Radio = _500Hz;
	    8'h59:  ALARM_Radio = _1kHzIN;
	    default: ALARM_Radio = 1'b0;
	endcase
      else ALARM_Radio =1'b0;
endmodule
module Top_Clock (Hour, Minute, Second, _1Hz, nCR, AdjMinKey, AdjHrKey);
    input  _1Hz, nCR, AdjHrKey, AdjMinKey;  
    output [7:0] Hour, Minute, Second;   
    supply1 Vdd;          
    wire MinCP, HrCP;     
	 Modulo_counter #(.MOD(60)) UT1(.CP(_1Hz), .RSTn(nCR), .En(Vdd), .Qbcd(Second));
	 Modulo_counter #(.MOD(60)) UT2(.CP(~MinCP), .RSTn(nCR), .En(Vdd), .Qbcd(Minute));
	 Modulo_counter #(.MOD(24)) UT3(.CP(~HrCP), .RSTn(nCR), .En(Vdd), .Qbcd(Hour));
    assign MinCP = AdjMinKey ? _1Hz : (Second==8'h59);  
    assign HrCP = AdjHrKey ? _1Hz: ({Minute, Second }==16'h5959); 
endmodule
module scan_dig(clk, rstn, enable, data, dig, seg);		
	input clk, rstn, enable;
	input[31:0] data;		
	output[7:0] dig, seg ;	 
	reg[7:0] seg_r, dig_r;	
	reg[3:0] disp_dat;		 
	reg[2:0] count;			 
	assign dig = dig_r;		
	assign seg = seg_r;		
	always @(posedge clk or negedge rstn)    
	begin
		if (!rstn)
			count <= 0;
		else if (enable)
			count <= count + 1'b1;
	end
always @(count or data)   		
	begin
		case(count)			 
			3'b000: begin
				disp_dat = data[31:28];				 
				dig_r = 8'b01111111;		 
			end
			3'b001: begin
				disp_dat = data[27:24];		
				dig_r = 8'b10111111;
			end
			3'b010: begin
				disp_dat = data[23:20];	
				dig_r = 8'b11011111;		
			end
			3'b011: begin
				disp_dat = data[19:16];		
				dig_r = 8'b11101111;
			end
			3'b100: begin
				disp_dat = data[15:12];
				dig_r = 8'b11110111;		
			end
			3'b101: begin
				disp_dat = data[11:8];		
				dig_r = 8'b11111011;
			end
			3'b110: begin
				disp_dat = data[7:4];	
				dig_r = 8'b11111101;	
			end
			3'b111: begin
				disp_dat = data[3:0];		
				dig_r = 8'b11111110;
			end
			default: begin
				disp_dat = 4'hx;
				dig_r = 8'hxx;
			end
		endcase
	end
always @(disp_dat)
	begin
		case(disp_dat)	
			4'h0:seg_r = ~(8'hc0);	
			4'h1:seg_r = ~(8'hf9); 
			4'h2:seg_r = ~(8'ha4); 
			4'h3:seg_r = ~(8'hb0); 
			4'h4:seg_r = ~(8'h99); 
			4'h5:seg_r = ~(8'h92); 
			4'h6:seg_r = ~(8'h82); 
			4'h7:seg_r = ~(8'hf8); 
			4'h8:seg_r = ~(8'h80); 
		   4'h9:seg_r = ~(8'h90); 
			4'ha:seg_r = ~(8'h88); 
			4'hb:seg_r = ~(8'h83); 
			4'hc:seg_r = ~(8'hc6); 
			4'hd:seg_r = ~(8'ha1); 
			4'he:seg_r = ~(8'h86); 
			4'hf:seg_r = ~(8'hbf); 
			default: seg_r = 8'hxx;
		endcase
	end
endmodule
[design/flow/run.sh]
#!/bin/bash
# OpenROAD 26Q1-2900-gdf79404cd8, Yosys 0.63+post, stock flow scripts
make -C /OpenROAD-flow-scripts/flow DESIGN_CONFIG=/design/flow/config.mk WORK_HOME=/design/flow/orfs finish
[design/flow/config.mk]
export PLATFORM = sky130hd
export DESIGN_NAME = Complete_Clock
export DESIGN_NICKNAME = Complete_Clock
export VERILOG_FILES = /design/flow/design.v
export SDC_FILE = /design/flow/constraint.sdc
export NUM_CORES = 4
export LEC_CHECK = 1
export CORE_UTILIZATION = 40
[design/flow/constraint.sdc]
current_design Complete_Clock

set clk_period 3.4
set clk_io_pct 0.2

create_clock -name clk0 -period $clk_period [get_ports {CLK_50}]

set non_clock_inputs [all_inputs -no_clocks]
set_input_delay [expr $clk_period * $clk_io_pct] -clock clk0 $non_clock_inputs
set_output_delay [expr $clk_period * $clk_io_pct] -clock clk0 [all_outputs]
==> flow_results.xml <==
<?xml version="1.0" encoding="UTF-8"?>
<metrics>
  <group name="timing">
    <metric name="final.min_clock_period" unit="ns">3.24</metric>
    <metric name="worst_pin_slew" unit="ns">0.886</metric>
    <metric name="rsz_0062_raised_after_global_routing" unit="">no</metric>
    <metric name="timing.fmax" unit="MHz">309</metric>
    <metric name="finalClockSkew" unit="ns">0.00423</metric>
    <metric name="timing.final.max_slew_violations" unit="">0</metric>
    <metric name="unclocked_regs" unit="">51</metric>
    <metric name="final-setup-viol-count" unit="">0</metric>
    <metric name="slew-limit-headroom" unit="%">40.8</metric>
    <metric name="unconstrained_endpoints" unit="">59</metric>
    <metric name="layout_worst_path_cycle_share" unit="%">95.2</metric>
    <metric name="hold_viol_final" unit="">0</metric>
  </group>
  <group name="die">
    <metric name="fp.dieArea" unit="µm²">15200</metric>
    <metric name="core_region_area" unit="µm²">14100</metric>
    <metric name="floorplan.io_pins" unit="">25</metric>
    <metric name="initial_standard_cell_utilization_of_the_core" unit="%">41.8</metric>
    <metric name="die_w" unit="µm">123</metric>
    <metric name="floorplan.rows" unit="">43</metric>
    <metric name="die_height" unit="µm">123</metric>
  </group>
  <group name="grt">
    <metric name="met2_usage" unit="%">22.1</metric>
    <metric name="groute.layer.met1.usage" unit="%">22.7</metric>
    <metric name="global_route_wire_length_before_repair" unit="mm">17.3</metric>
    <metric name="grt_util_met3" unit="%">2.31</metric>
    <metric name="gr-total-overflow" unit="">0</metric>
    <metric name="layer_with_the_highest_usage" unit="">met1</metric>
    <metric name="vias_in_the_first_global_route" unit="">3827</metric>
    <metric name="grt_start_max_net_pins" unit="">52</metric>
    <metric name="antenna_found_initial" unit="">0</metric>
    <metric name="grtUsageTotal" unit="%">14.3</metric>
  </group>
  <group name="synthesis">
    <metric name="synth.yosys.num_cells" unit="">565</metric>
    <metric name="synth_area" unit="µm²">5890</metric>
    <metric name="yosys.stat.chipArea" unit="µm²">5890</metric>
    <metric name="ys_sh_mux" unit="%">2.63</metric>
    <metric name="xor_xnor_cells_area_fraction" unit="%">11.7</metric>
    <metric name="yosys.area_share.simple" unit="%">23.7</metric>
    <metric name="postSynth.topFlopCell" unit="">dfrtp_1</metric>
    <metric name="ys_seq_share" unit="%">46.7</metric>
    <metric name="syn_avg_cell_area" unit="µm²">10.4</metric>
    <metric name="ys_seq_elements" unit="">110</metric>
    <metric name="synthCells" unit="">565</metric>
    <metric name="synthAoiAreaFrac" unit="%">5.86</metric>
    <metric name="ys_types" unit="">61</metric>
    <metric name="async_flop_share" unit="%">100</metric>
    <metric name="synthesis.yosys.warnings" unit="">18</metric>
    <metric name="enable_flop_cells" unit="">0</metric>
    <metric name="synthAdderAreaFrac" unit="%">6.16</metric>
    <metric name="netlist_logic_family_top" unit="">simple AND/OR/NAND/NOR gates</metric>
  </group>
  <group name="critical_path">
    <metric name="critical_path.max_fanout" unit="">4</metric>
    <metric name="setup.worst_path.class" unit="">in2out</metric>
    <metric name="required" unit="ns">2.72</metric>
    <metric name="sort_of_element_at_the_start_of_the_critical_path" unit="">input port</metric>
    <metric name="cp.arrival" unit="ns">2.56</metric>
    <metric name="crit_path_end_kind" unit="">primary output</metric>
  </group>
  <group name="clock_tree">
    <metric name="clock_insertion_delay_worst_skew" unit="ns">0.32</metric>
    <metric name="cts_tree" unit="">built</metric>
    <metric name="cts.root.buffer_cell" unit="">clkbuf_16</metric>
    <metric name="hold_buffers" unit="">0</metric>
    <metric name="tritoncts.num_buffers" unit="">9</metric>
    <metric name="cts.path.max_buffers" unit="">2</metric>
    <metric name="path_clk_slew" unit="ns">0.05</metric>
    <metric name="cts_htree_levels" unit="">3</metric>
  </group>
  <group name="pwr">
    <metric name="power.leakage" unit="µW">0.00307</metric>
    <metric name="ir_worst_vdd" unit="µV">226</metric>
    <metric name="cellPowerDensity" unit="nW/µm²">256</metric>
    <metric name="totalPowerFinal" unit="µW">1710</metric>
  </group>
  <group name="place">
    <metric name="post-dp-hpwl" unit="mm">7.11</metric>
    <metric name="placed_cell_area" unit="µm²">6330</metric>
    <metric name="gp_routability_congestion" unit="">0.872</metric>
    <metric name="buffer_ports.inserted" unit="">19</metric>
    <metric name="placedCellCount" unit="">766</metric>
  </group>
  <group name="flow_run">
    <metric name="log.warning_count" unit="">44</metric>
    <metric name="max_cap_viol" unit="">0</metric>
  </group>
  <group name="cells_and_area">
    <metric name="layout-drive-gt1-share" unit="%">13.4</metric>
    <metric name="layout_top_cell_excl_fill_tap" unit="">dfrtp_1</metric>
    <metric name="layout.area.seq" unit="µm²">2750</metric>
    <metric name="layout_top_cells" unit="">dfrtp_1, nor2_1, xor2_1, nand3_1, xnor2_1</metric>
    <metric name="flow.area_growth_from_synthesis" unit="%">13.6</metric>
    <metric name="final.fill_count" unit="">1235</metric>
    <metric name="finish.cell_count_without_fillers" unit="">783</metric>
    <metric name="multi_input_comb_area" unit="µm²">2980</metric>
    <metric name="final_core_utilization" unit="%">47.5</metric>
    <metric name="final_design_area_no_fill" unit="µm²">6690</metric>
  </group>
  <group name="drt">
    <metric name="post-route-drc-count" unit="">0</metric>
    <metric name="drt_iter0_drc" unit="">167</metric>
    <metric name="antennaDiodeCount" unit="">0</metric>
    <metric name="detail_route.wl_per_cell" unit="µm">12.5</metric>
    <metric name="drt_pre_antenna_iters" unit="">4</metric>
    <metric name="dr_total_vias" unit="">3984</metric>
    <metric name="routed_wl" unit="mm">9.80</metric>
    <metric name="post_drt_via_cell_ratio" unit="">5.09</metric>
    <metric name="antenna_left" unit="">0</metric>
  </group>
  <group name="min_path">
    <metric name="hold_path_class" unit="">in2async</metric>
  </group>
  <group name="status">
    <metric name="outcome" unit="">complete, no violations</metric>
  </group>
</metrics>
[sequential cells by signal, indices dropped and copies added (netlist names), 8 cells and up]
signal / count
U1.UT1.Q: 8
U1.UT2.Q: 8
U0.U1.Count_DIV: 16
U0.U2.Count_DIV: 25
U1.UT3.Q: 8
U0.U0.Count_DIV: 15
[cells by family (layout without fill, tap and decap cells)]
family | Yosys count | in the layout
and+or+nand+nor | 254 | 254
muxes | 14 | 14
adders and majority gates | 29 | 29
other | 1 | 1
AOI/OAI and AO/OA | 45 | 45
buffers and inverters | 33 | 71
DFF | 110 | 110
xor gates and xnor gates | 79 | 79
[per-stage QoR]
step                      hold WS [ns]  TNS [ns]  setup slack [ns]
after floorplan                  0.384         0             0.721
after global placement           0.448     -1.30            -0.307
after detailed placement         0.467     -1.35            -0.319
after CTS                        0.420         0            0.0296
after global routing             0.450         0            0.0452
final                            0.398         0             0.165
[final cells by class]
class	instances	area share [%]
repair buffers	38	5.05
clock buffers	12	3.83
flip-flops and latches	110	41.1
clock inverters	4	1.08
well taps	180	3.37
inverters	17	0.953
multi-input cells	422	44.6
[final timing paths]
check | to | start | slack [ns] | depth (start not counted)
worst max-delay path | seg[3] | Mode | 0.16 | 9
worst min-delay path | U0.U0.Count_DIV[10]$_DFF_PN0_ | nCR | 0.40 | 1
worst max register to register | U0.U2.Count_DIV[2]$_DFF_PN0_ | U0.U2.Count_DIV[2]$_DFF_PN0_ | 1.07 | 6
worst min register to register | U0.U1.CLK_1HzOut$_DFFE_PN0N_ | U0.U1.CLK_1HzOut$_DFFE_PN0N_ | 0.48 | 1
max in group asynchronous | U0.U1.Count_DIV[9]$_DFF_PN0_ | nCR | 2.17 | 2
min in group clk0 | U0.U1.CLK_1HzOut$_DFFE_PN0N_ | U0.U1.CLK_1HzOut$_DFFE_PN0N_ | 0.48 | 1
[synth_stat cells (2+ instances only)]
cell | n | area [µm²]
inv_1 | 17 | 63.8
mux2i_1 | 11 | 110
a22oi_1 | 3 | 22.5
or4_1 | 2 | 15.0
o22a_1 | 2 | 17.5
clkbuf_1 | 5 | 18.8
or2_2 | 4 | 25.0
nor2b_1 | 3 | 18.8
a211oi_1 | 2 | 15.0
nor4_1 | 4 | 25.0
o32a_1 | 3 | 30.0
o21ai_0 | 6 | 30.0
nor2_4 | 19 | 214
xnor2_1 | 33 | 289
a21oi_1 | 7 | 35.0
nand3b_1 | 5 | 37.5
nand2b_1 | 5 | 31.3
buf_2 | 6 | 30.0
and3_1 | 18 | 113
mux2_2 | 2 | 22.5
a32oi_1 | 2 | 17.5
nor4b_2 | 2 | 30.0
nand2_1 | 32 | 120
nand4_1 | 12 | 75.1
ha_1 | 29 | 363
o31a_1 | 2 | 17.5
dfrtp_1 | 110 | 2750
nand3_1 | 45 | 225
xor2_1 | 46 | 403
nor3_1 | 8 | 40.0
or3_1 | 3 | 18.8
nor2_1 | 80 | 300
buf_12 | 2 | 40.0
and3_2 | 2 | 15.0
and3b_1 | 2 | 17.5
a22o_1 | 2 | 17.5
buf_6 | 2 | 22.5
nand4b_1 | 2 | 17.5
a31oi_1 | 3 | 18.8
[power breakdown]
part           internal, µW  switching [µW]
registers               703               0
logic                  5.40            26.6
clock network           679             297
total                  1390             324
[repair_timing]
action | CTS | global route
setup buffers | 1 | 0
pin swaps | 3 | 3
endpoints found under the hold margin | 0 | 0
resized | 10 | 3
endpoints found under the setup margin | 7 | 6
[critical path, cell delays in order]
cell and delay, ns:
buf_2 0.11, buf_4 0.11, nor2_1 0.04, o32a_1 0.40, buf_4 0.16, ha_1 0.19
mux2_2 0.26, mux2i_1 0.12, clkdlybuf4s50_1 0.47
[layer usage]
layer / wire length (µm) / vias to the layer above / part of all wire, %
met1: 5110 / 1917 / 52
met4: 103 / 0 / 1.1
met2: 4220 / 54 / 43
met3: 375 / 9 / 3.8
met5: 0 / - / 0
li1: - / 2004 / -
Power and IR drop assume default switching activity.
